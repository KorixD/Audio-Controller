`design/flow/config.mk`:
```
export PLATFORM = sky130hd
export DESIGN_NAME = make_sig
export DESIGN_NICKNAME = make_sig
export VERILOG_FILES = /design/flow/design.v
export SDC_FILE = /design/flow/constraint.sdc
export NUM_CORES = 4
export LEC_CHECK = 1
export CORE_AREA = 10 10 80 80
export DIE_AREA = 0 0 90 90
```
`design/flow/design.v`:
```
`timescale 1ns / 1ps
module make_sig(
    input clk,
    input [15:0] sin,
    output reg sig
    );
	reg [13:0] curr_length = 0;
	reg [13:0] pos_length = 0;
	always@*
	begin
		if (sin[15:14] == 0)
			pos_length = 16'h1FFF + sin[13:1];
		else
			pos_length = (16'h1FFF << 2) - sin[13:1];
	end
	always@(posedge clk)
	begin
		curr_length <= curr_length + 200;
		if (curr_length < pos_length)
			sig <= 1;
		else
			sig <= 0;
		if (curr_length > 16'h3fff)
			curr_length <= 0;
	end
endmodule
```
`design/flow/run.sh`:
```
#!/bin/bash
# OpenROAD 26Q1-2900-gdf79404cd8, Yosys 0.63+post, stock flow scripts
make -C /OpenROAD-flow-scripts/flow DESIGN_CONFIG=/design/flow/config.mk WORK_HOME=/design/flow/orfs finish
```
`design/flow/constraint.sdc`:
```
current_design make_sig

set clk_period 4.0
set clk_io_pct 0.2

create_clock -name clk0 -period $clk_period [get_ports {clk}]

set non_clock_inputs [all_inputs -no_clocks]
set_input_delay [expr $clk_period * $clk_io_pct] -clock clk0 $non_clock_inputs
set_output_delay [expr $clk_period * $clk_io_pct] -clock clk0 [all_outputs]
```
==> run summary <==
Chip Footprint -> 8100 um2
Share of post-route cells with drive strength above 1 -> 5.442%
Relative area change from synthesis to final layout -> 26.78%
Layout Cell Area excl Fill -> 1380 um2
Seq/Total Area, Yosys -> 22.07%
Reg clk slew, reported paths -> 0.05 ns
Final sum of negative setup slack -> 0 ns
Diode count -> 0
PD cells -> 213.7 nW/um2
Most used flip-flop cell -> sky130_fd_sc_hd__dfxtp_1
Cells after Synth -> 128
Htree depth -> 1
Placement Rows -> 25
Count of instantiated cells in the yosys netlist -> 128
Library cells used by synthesis -> 42
Clock latency (worst-skew pair) -> 0.23 ns
Area figure in the yosys stat output -> 1089 um2
Post-DP HPWL -> 2073 um
Std-Cell Core Area -> 4723 um2
Asr flop ratio synth -> 0%
Outcome -> finished, final reports clean
Buffers inserted by post-CTS timing repair -> 0
Vert. Die Dim -> 90 um
Depth of the worst register-to-register path -> 5
Fp util -> 23.05%
Worst min path class -> reg2reg
Number of global-route vias before repair -> 977
Drt first-iter violations -> 76
Area share, top type -> 22.07%
Largest fanout on the critical path -> 4
Placer's final routability congestion estimate -> 0.8146
Unrepaired setup endpoints after global routing -> no
Count of cells resized by post-cts repair -> 0
Count of final setup violators -> 0
Peak supply drop -> 0.1292 mV
Count of library flops with an enable pin -> 0
Wire length of the first global-routing pass -> 4319 um
Highest cell delay on the worst timing path -> 0.53 ns
Startpoint type of the worst setup path -> input pin
Antenna violations before repair -> 0
Biggest area cells -> sky130_fd_sc_hd__dfxtp_1 22%, sky130_fd_sc_hd__ha_1 16%, sky130_fd_sc_hd__xnor2_1 8.9%
Number of failing hold endpoints at the final stage -> 0
Most common library cell in the layout ignoring fill and taps -> sky130_fd_sc_hd__clkdlybuf4s50_1
Cell chain of the critical path -> clkdlybuf4s50_1 -> inv_1 -> ha_1 -> nand4b_1 -> nor3_1 -> mux2i_1 -> a221o_1 -> ha_1 -> and4_1 -> o2111ai_1 -> a2111oi_0 -> nor3_1
Upper clock frequency limit -> 285.4 MHz
Post-synthesis average cell area -> 8.504 um2
Sink Count -> 12
Overflow after GRT -> 0
Destination of the worst register-to-register timing path -> sig
Worst-Margin Slew -> 0.7346 ns
Library cell with the largest summed area after synthesis -> sky130_fd_sc_hd__dfxtp_1
Max Clock Skew -> 0.001459 ns
Wire length per cell after detailed routing -> 11.66 um
Startpoint of the worst register-to-register path -> curr_length[11]
Post-layout period usage -> 87.58%
Clock Tree Buf Depth -> 2
CTS hold repair buffers -> 0
Gr usage total -> 6.130%
Via total after detailed routing -> 987
Vias per std cell -> 4.612
Pin count of the biggest net entering global routing -> 12
MaxCap Viol Count -> 0
Synth Register Bits -> 12
CTS Root Cell -> sky130_fd_sc_hd__clkbuf_8
Design Power -> 294.9 uW
Remaining antenna violation count after routing -> 0
Worst R2R Setup Slack -> 2.46 ns
WS Path Type -> in2reg
Detailed Routing Iterations Pass 1 -> 4
Yosys warns -> 1
Final routed DRC violation total -> 0
Shortest period the worst path allows -> 3.503 ns
Library cell contributing the largest single delay on the critical path -> sky130_fd_sc_hd__clkdlybuf4s50_1
Data required time at the worst endpoint -> 4.11 ns
Cell Area, Placed -> 1339 um2
Clock tree from TritonCTS -> yes
Most frequent cells in the layout -> 16 x sky130_fd_sc_hd__clkdlybuf4s50_1, 14 x sky130_fd_sc_hd__ha_1, 12 x sky130_fd_sc_hd__dfxtp_1
Source of the worst hold timing path -> curr_length[3]
Max Transition Viols Final -> 0
Total number of warnings across the stage logs -> 27
Crit path capture type -> register
Routed WL -> 2496 um
TritonCTS Buffers -> 3
I/O pin count -> 18
Max transition margin -> 50.84%
WHS Endpoint -> curr_length[3]
Post-synth design cell area -> 1089 um2
CP Data Arrival Time -> 3.61 ns
Horizontal die dimension -> 90 um
Pleak -> 0.0005574 uW
I/O Buffers -> 16
Number of cells traversed by the worst hold path -> 1
==> flip-flops by register name, summed over array words and instances (netlist names) <==
register	count
curr_length	11
sig	1
==> critical path: cells and delay by family <==
kind                       cells  cell delay (ns)
adders and majority gates      2             0.54
and+or+nand+nor                4             0.79
AOI/OAI and AO/OA              3             0.75
muxes                          1             0.12
buffers and inverters          2             0.61
==> metal layers <==
metal	vias to the layer above	global-route usage, %	wire (um)
met5	-	0	0
li1	528	-	-
met2	29	9.443	972
met1	428	8.777	1362
met4	0	0.5305	27
met3	2	1.509	133
==> synth_stat cells, drive strengths merged, types with 2 or more instances <==
cell type and number:
a41oi 2, xnor2 11, nand2 8, a21o 2, o2111ai 2, o21ai 3, nand2b 2, ha 14
a21oi 8, nand4 3, nor4 3, dfxtp 12, xor2 7, nand3 6, a221o 2, o22ai 3
inv 6, nor3 7, or2 2, nor2 5
==> through the flow <==
stage | setup slack [ns] | instances | hold slack [ns] | util [%]
3_3_place_gp | 0.2545 | 211 | 0.4056 | 28.34
6_report | 0.4967 | 214 | 0.4140 | 29.22
3_5_place_dp | 0.2527 | 211 | 0.4058 | 28.34
5_1_grt | 0.1981 | 214 | 0.4414 | 29.22
4_1_cts | 0.4932 | 214 | 0.4190 | 29.22
2_1_floorplan | 1.139 | 128 | 0.3865 | -
==> how the worst max path moves through the flow <==
stage	from	endpoint	slack, ns	cells after the start
after CTS	sin[2]	sig	0.49	12
final	sin[2]	sig	0.50	12
after global routing	sin[2]	sig	0.20	12
==> power breakdown <==
part	internal [uW]	switching, uW	leakage, uW	total [uW]
clock network	65.7	36.5	0.0000216	102
logic	35.7	37.2	0.000439	72.8
registers	120	0.000000753	0.0000966	120
total	221	73.7	0.000557	295
==> cell families (layout without fill, tap and decap cells) <==
group,count (synthesis),count (layout),share of synthesized area (%)
simple gates,42,42,21.84
compound gates,32,32,20.81
xor+xnor,18,18,14.48
fa+ha+maj,15,15,17.01
flops,12,12,22.07
buf+inv,8,27,2.873
mux,1,1,0.9196
==> cell type report <==
cell class / instances / area (um2)
Fill cell: 518 / 3343
Clock buffer: 3 / 41.29
Timing Repair Buffer: 18 / 175.2
Multi-Input combinational cell: 108 / 817.0
Inverter: 6 / 22.52
Sequential cell: 12 / 240.2
Tap cell: 67 / 83.83
Power figures rest on the tool's default switching activity, not on a simulated workload.
